[./config.mk]
export PLATFORM = sky130hd
export DESIGN_NAME = controller
export DESIGN_NICKNAME = controller
export VERILOG_FILES = /design/flow/design.v
export SDC_FILE = /design/flow/constraint.sdc
export NUM_CORES = 4
export LEC_CHECK = 1
export CORE_AREA = 10 10 70 70
export DIE_AREA = 0 0 80 80
[./constraint.sdc]
current_design controller

set clk_period 1.1
set clk_io_pct 0.2

create_clock -name clk0 -period $clk_period

set non_clock_inputs [all_inputs -no_clocks]
set_input_delay [expr $clk_period * $clk_io_pct] -clock clk0 $non_clock_inputs
set_output_delay [expr $clk_period * $clk_io_pct] -clock clk0 [all_outputs]
[./design.v]
module controller (zero,phase,op,sel,rd,id_ir,inc_pc,halt,id_pc,data_c,id_c,wr);
input wire zero;
input wire [2:0] phase;
input wire [2:0] op;
output reg sel;
output reg rd;
output reg id_ir;
output reg inc_pc;
output reg halt;
output reg id_pc;
output reg data_c;
output reg id_c;
output reg wr;
reg H=0;
reg Z=0;
reg A=0;
reg S=0;
reg J=0;
always @(op)
begin
H=(op==3'b000)?1:0;
Z=(op==3'b001 & zero==1)?1:0;
A=(op==3'b010 | op==3'b011 | op==3'b100 | op==3'b101)?1:0;
S=(op==3'b110)?1:0;
J=(op==3'b111)?1:0;
end
always @(phase)
begin
case (phase)
3'b000:begin
    sel=1'b1;  rd=0;        id_ir=0;     inc_pc=0;
    halt=0;    id_pc=0;     data_c=0;    id_c=0;     wr=0;
end
3'b001:begin
    sel=1'b1;  rd=1'b1;        id_ir=0;     inc_pc=0;
    halt=0;    id_pc=0;     data_c=0;      id_c=0;      wr=0;
end
3'b010:begin
    sel=1'b1;  rd=1'b1;        id_ir=1'b1;     inc_pc=0;
    halt=0;    id_pc=0;        data_c=0;          id_c=0;    wr=0;
end
3'b011:begin
    sel=1'b1;  rd=1'b1;        id_ir=1'b1;     inc_pc=0;
    halt=0;    id_pc=0;     data_c=0;          id_c=0;      wr=0;
end
3'b100:begin
    sel=0;        rd=0;        id_ir=0;     inc_pc=1'b1;
    halt=H;    id_pc=0;     data_c=0;       id_c=0;         wr=0;
end
3'b101:begin
    sel=0;       rd=A;        id_ir=0;     inc_pc=0;
    halt=0;     id_pc=0;        data_c=0;   id_c=0;      wr=0;
end
3'b110:begin
    sel=0;     rd=A;       id_ir=0;       inc_pc=Z;
    halt=0;    id_pc=J;     data_c=S;     id_c=0;        wr=0;
end
3'b111:begin
    sel=0;     rd=A;       id_ir=0;     inc_pc=0;
    halt=0;    id_pc=J;     data_c=S;   id_c=A;        wr=S;
end
endcase
end
endmodule
[./run.sh]
#!/bin/bash
# OpenROAD 26Q1-2900-gdf79404cd8, Yosys 0.63+post, stock flow scripts
make -C /OpenROAD-flow-scripts/flow DESIGN_CONFIG=/design/flow/config.mk WORK_HOME=/design/flow/orfs finish
==> run notes <==
run results: Antenna Diode Count=0, area leader, netlist=nor2_1, power share of the clock group=0, count of tool warnings=34, fin util=0.124, Rel. slew slack=0.898, Final Setup Violations=2, Net Sw Frac=0.361, RSZ-0062 raised after global routing=true, hold_ws=around 760 ps, Pleak=roughly 0.18 nW, Buffers on Ports=16, Via Count=215, largest net degree at the start of global routing=5, crit path time final=~1300 ps, number of global-route vias before repair=221, Unique cell types=11, Post-synth seq share=0, Residual DRC=0, Int Pwr=77.1 uW, vias per cell=2.47, area of the die=between 6000 and 7000 sq um, layout cells sized above 1=0.732, Iter 0 DRT Violations=2, # clk buffers=0, Overall Power=121 uW, status=finished, violations left, drt pass-1 iters=2, Worst-Margin Slew=152 ps, fill count=between 300 and 400, failing checks=negative setup slack, max cap viols=0, std cell rows=21, first-pass GRT wire length=between 1000 and 1500 um, area share, top type=0.197, Commonest Layout Cell=buf_6, yosys cell count=17, Fin. Hold Viols=0, crit-path max FO=2, worst min path class=primary input to primary output, Gate Count Post-Synth=17, synth warn=1, most frequent cells in the layout=buf_6, buf_2, buf_4, switching power=43.5 uW, crit path DAT=roughly 1000 ps, critical path type=primary input to primary output, max-slew violations=0, final WL=~750 um, Syn Area/Cell=around 5.6 sq um, top cells by area=nor2_1, nand4bb_1, a21oi_1, xnor2_1, inv_1, hold buffers post-CTS=0, Initial Util=0.0278, DRT antenna net count=0, flip-flop and latch count=0, routability cong.=0.777, CP required=880 ps, Comb pwr share=1.000, Cells on Worst Hold Path=4, antenna violations before repair=0, Seq pwr share=0, synthesis area per yosys=about 95 sq um, highest clock rate=approximately 0.79 GHz, core area=around 3400 sq um, logic area=~150 sq um, DP Wirelength=533 um, Register Area=0 sq um, die y size=roughly 80 um, die width=~80 um, setup tns final=-178 ps, crit start category=primary input, average wire per standard cell=between 8 and 9 um, final setup margin=-159 ps, crit share post-route=1.14, CP endpoint kind=primary output, Top-Level Pins=16, area of the mapped netlist=~95 sq um, Pwr Density=around 290 nW/um^2, maximum VDD drop=0.0323 mV, GR Overflow Total=0, P&R area growth vs syn=345%, gr usage total=0.0201
## synth_stat cells
master	count
a21oi_1	2
nand4_1	1
or4_1	1
inv_1	2
nor2b_1	1
xnor2_1	1
nand2b_1	1
nor2_1	5
nor3b_1	1
nand4bb_1	1
nand3_1	1
## critical path, stage by stage
cell	delay [ps]
buf_6	90
or4_4	530
nor2_4	90
buf_2	100
## final cells by class
type / count / area share
inverter: 2 / 0.0178
multi-input combinational: 15 / 0.349
tap: 46 / 0.136
timing repair buffer: 24 / 0.497
## metrics by stage
step / worst slack [ps] / std cells / area [sq um]
finish: -159 / 87 / 423
global route: -184 / 87 / 423
CTS: -162 / 88 / 410
detailed placement: -901 / 84 / 350
global placement: -854 / 84 / 350
floorplan: 105 / 17 / 95.1
## power groups by stage
stage	clock network (mW)	logic, mW	registers (mW)
5_1_grt	0	0.130	0
6_report	0	0.121	0
4_1_cts	0	0.112	0
## worst paths after layout
path / start / to / slack (ps)
max: op[0] / halt / -160
min: op[0] / halt / 760
## cell families after synthesis
family	share of synthesized area
AND/OR/NAND/NOR	0.724
AND-OR/OR-AND	0.105
XOR/XNOR	0.0921
buffers and inverters	0.0790
## routing by layer
layer | part of all wire | GRT usage | up-vias
met1 | 0.45 | 0.0270 | 94
met2 | 0.42 | 0.0321 | 12
met5 | 0 | 0 | -
met3 | 0.12 | 0.00682 | 0
li1 | - | - | 109
met4 | 0 | 0 | 0
## timing repair
| item | 4_1_cts | 5_1_grt |
|---|---|---|
| setup endpoints to repair | 9 | 6 |
| resized | 62 | 9 |
| setup buffers | 4 | 1 |
| pin swaps | 9 | 5 |
Power is estimated from default activity; no workload was simulated.
