--- flow/run.sh ---
#!/bin/bash
# OpenROAD 26Q1-2900-gdf79404cd8, Yosys 0.63+post, stock flow scripts
make -C /OpenROAD-flow-scripts/flow DESIGN_CONFIG=/design/flow/config.mk WORK_HOME=/design/flow/orfs finish
--- flow/config.mk ---
export PLATFORM = sky130hd
export DESIGN_NAME = dff_ram
export DESIGN_NICKNAME = dff_ram
export VERILOG_FILES = /design/flow/design.v
export SDC_FILE = /design/flow/constraint.sdc
export NUM_CORES = 4
export LEC_CHECK = 1
export CORE_UTILIZATION = 40
--- flow/constraint.sdc ---
current_design dff_ram

set clk_period 20.7
set clk_io_pct 0.2

create_clock -name clk0 -period $clk_period [get_ports {clk}]

set non_clock_inputs [all_inputs -no_clocks]
set_input_delay [expr $clk_period * $clk_io_pct] -clock clk0 $non_clock_inputs
set_output_delay [expr $clk_period * $clk_io_pct] -clock clk0 [all_outputs]
--- flow/design.v ---
module dff_ram(
    input wire clk,
    input wire [1:0] addr,
    input wire en,
    input wire wr_n,
    input wire [71:0] w_data,
    output reg [71:0] r_data
);
reg [71:0] mem [3:0] ;
always @ (posedge clk) begin 
if (!en & !wr_n)begin
mem[addr] <= w_data;
end
else if  (!en & wr_n)begin
r_data <= mem[addr];
end
end
endmodule
==> impl_metrics.json <==
{
  "outcome": "finished clean",
  "vias_per_cell": 5.07,
  "grt_usage_pct": 15.6,
  "yosysCellCount": 454,
  "setup_viol": 0,
  "yosys_warnings": 1,
  "final_cell_mix": "360 x edfxtp_1, 146 x clkdlybuf4s50_1, 72 x mux4_2, 38 x clkbuf_16, 13 x buf_4",
  "drt_first_pass_iters": 23,
  "rows": 64,
  "simple_gate_share_pct": 0.317,
  "crit_family": "buffers and inverters",
  "ys_chip_area_sq_um": 12600,
  "grt_pass1_wl_microns": 34300,
  "cts.clk_slew.worst_paths_ns": 0.06,
  "ys_sh_aoi_pct": 0,
  "cp.depth": 4,
  "netlist_instances": 454,
  "cts-htree-levels": 2,
  "cts_buffer_depth": 3,
  "grt_antenna_before_repair": 3,
  "initial_utilization_pct": 41.0,
  "die_y_microns": 180,
  "worstPathMaxFanout": 43,
  "synthXorXnorAreaFrac_pct": 0,
  "worst-path-buf-inv": 3,
  "r2r-end": "r_data[15]",
  "arrival_ns": 6.31,
  "period_used_pct": 29.8,
  "cp.required_ns": 20.85,
  "post_cts_resized": 0,
  "cts_buffers": 36,
  "r2r_start": "mem[3][15]",
  "wirelength_microns": 22000,
  "max_stage_delay_ns": 0.71,
  "dieArea_sq_um": 32300,
  "layout_min_cycle_time_ns": 6.16,
  "dp_hpwl_microns": 13100,
  "grt_pass1_vias": 6012,
  "place_congestion": 0.758,
  "cp_cell_sequence": "buf_6 > buf_4 > nor4b_2 > buf_4",
  "ys_sh_adder_pct": 0,
  "maxSlewViolCount": 0,
  "netlist_area_sq_um": 12600,
  "fin_tns_setup_ns": 0,
  "drcViolationCount": 0,
  "crit_path_top_delay_cell": "buf_4",
  "crit_end": "mem[1][25]",
  "end_kind": "flop",
  "power_density_nw_per_um2": 96.9,
  "synth.avg_cell_area_sq_um": 27.8,
  "vdd_drop_max_mv": 0.0537,
  "detail-route-antenna-nets": 0,
  "rsz0062_at_grt": "false",
  "total_power_mw": 1.52,
  "reg2reg_depth": 1,
  "drive_above_1_share_pct": 20.9,
  "num_io_pins": 149,
  "path_common_cell": "buf_4",
  "max-cap-violations": 0,
  "topCombFamilyByArea": "multiplexers",
  "root_buffer": "clkbuf_16",
  "startpoint": "addr[0]",
  "numSynthFlops": 360,
  "post_cts_buffers": 0,
  "clock.fmax_mhz": 162,
  "worst_pin_slew_ns": 0.773,
  "topCellsByArea": "edfxtp_1 86%, mux4_2 13%, buf_12 0.79%",
  "top_area_share_pct": 85.5,
  "synth_cell_type_count": 11,
  "critPathKind": "in -> reg",
  "clock-skew-final_ns": 0.0165,
  "grt_overflow": 0,
  "first_iter_violations": 287,
  "ys_seq_share_pct": 85.5,
  "start_kind": "input port",
  "slew_headroom_pct": 48.3,
  "wl_per_cell_microns": 20.8,
  "hold_viol_final": 0,
  "worstHoldPathType": "reg -> reg",
  "die_w_microns": 180,
  "core_sq_um": 30800,
  "vias": 5358,
  "cts-hold-fix-buffers": 0,
  "io_buffers": 148,
  "warnings": 25,
  "cts_tree": "done",
  "area_growth_pct": 24.4,
  "clk_latency_ns": 0.51,
  "layout_top_cell": "edfxtp_1",
  "top_area_cell": "edfxtp_1",
  "grt_max_degree": 50,
  "p_leak_nw": 4.97,
  "rrSetupSlack_ns": 19.54,
  "cts_sinks": 360,
  "ys_sh_mux_pct": 12.8
}
[metal layers]
layer	vias to the layer above	global-route usage (%)	part of all wire, %
met2	278	24.5	51
met3	38	9.35	13
met4	2	2.72	2.0
met5	-	0	0.055
li1	2338	-	-
met1	2702	20.1	34
[power breakdown]
| part | total, mW | switching, mW | internal [mW] |
|---|---|---|---|
| combinational | 0.0685 | 0.0298 | 0.0387 |
| sequential | 0.837 | 0.00626 | 0.830 |
| clock | 0.618 | 0.246 | 0.372 |
| total | 1.52 | 0.283 | 1.24 |
[state kept, by name, summed over array words and instances, names as in the netlist]
signal / flops
mem: 288
r_data: 72
[synth_stat cells]
cell	count
buf_4	2
buf_12	5
nor2b_1	1
buf_6	1
nor4bb_1	1
edfxtp_1	360
nor4_1	1
buf_2	6
mux4_2	72
buf_1	3
nor4b_1	2
[through the flow]
stage          cells  hold WS (ns)  instance area [sq um]  worst slack [ns]  utilization, %
5_1_grt         1055         0.637                  15700             14.25            51.0
3_5_place_dp     993         0.616                  14600             13.92            47.3
4_1_cts         1055         0.629                  15700             14.43            51.0
2_1_floorplan    454         0.609                  12600              8.00               -
3_3_place_gp     993         0.611                  14600             13.94            47.3
6_report        1057         0.626                  15700             14.54            51.0
[logic make-up (layout without fill, tap and decap cells)]
kind of cell / count (synthesis) / count (layout)
other cells: 0 / 2
simple gates: 5 / 5
mux: 72 / 72
flops: 360 / 360
buf+inv: 17 / 222
[how the worst min path moves through the flow]
| stage | cells past startpoint | startpoint | to |
|---|---|---|---|
| 4_1_cts | 1 | mem[2][64] | r_data[64] |
| 6_report | 1 | mem[2][64] | r_data[64] |
| 5_1_grt | 1 | mem[2][42] | r_data[42] |
[layout make-up]
class,count,area (sq um)
clock inverters,16,163
multi-input cells,77,1700
flip-flops and latches,360,10800
clock buffers,46,981
diodes,2,5.00
repair buffers,160,1570
well taps,396,495
fillers,2352,15100
