**flow/design.v**
```verilog
module sequence_controller(op,zero,clk,rst,mem_rd,load_ir,halt,inc_pc,load_ac,load_pc,mem_wr);
input wire [2:0]op;
input wire zero;
input wire clk;
input wire rst;
output reg mem_rd;
output reg load_ir;
output reg halt;
output reg inc_pc;
output reg load_ac;
output reg load_pc;
output reg mem_wr;
reg [2:0]state; 
reg [2:0]next_state;
localparam INSTRUC_ADDR=3'b000;
localparam INSTRUC_FETCH=3'b001;
localparam INSTRUC_LOAD=3'b010;
localparam IDLE=3'b011;
localparam OP_ADDR=3'b100;
localparam OP_FETCH=3'b101;
localparam ALU_OP=3'b110;
localparam STORE=3'b111;
reg HLT;
reg SKZ;
reg ADD;
reg AND;
reg XOR;
reg LDA;
reg STO;
reg JMP;
reg ZERO;
reg ALUOP;
always @(posedge clk or negedge rst)
begin
if(!rst)
begin
    state<= INSTRUC_ADDR;
end
else
begin
    state<= next_state;
end
end 
always @(op)
begin
HLT=(op==3'b000)?1:0;
SKZ=(op==3'b001 & zero==1)?1:0;
ADD=(op==3'b010)?1:0;
AND=(op==3'b011)?1:0;
XOR=(op==3'b100)?1:0;
LDA=(op==3'b101)?1:0;
STO=(op==3'b110)?1:0;
JMP=(op==3'b111)?1:0;
end
always @(state)
begin
case(state)
INSTRUC_ADDR:begin
    mem_rd=0;  load_ir=0; halt=0; inc_pc=0; 
    load_ac=0; load_pc=0; mem_wr=0;
    next_state=INSTRUC_FETCH;
end
INSTRUC_FETCH:begin
    mem_rd=1'b1;  load_ir=0; halt=0; inc_pc=0; 
    load_ac=0; load_pc=0; mem_wr=0;
    next_state=INSTRUC_LOAD;
end
INSTRUC_LOAD:begin
    mem_rd=1'b1;  load_ir=1'b1; halt=0; inc_pc=0; 
    load_ac=0; load_pc=0; mem_wr=0;
    next_state=IDLE;
end 
IDLE:begin
    mem_rd=1'b1;  load_ir=1'b1; halt=0; inc_pc=0; 
    load_ac=0; load_pc=0; mem_wr=0;
    next_state=OP_ADDR;
end
OP_ADDR:begin
    mem_rd=0;  load_ir=0; halt=HLT; inc_pc=1'b1; 
    load_ac=0; load_pc=0; mem_wr=0;
    next_state=OP_FETCH;
end
OP_FETCH:begin
    mem_rd=ALUOP;  load_ir=0; halt=0; inc_pc=0; 
    load_ac=0; load_pc=0; mem_wr=0;
    next_state=ALU_OP;
end
ALU_OP:begin
    mem_rd=ALUOP;  load_ir=0; halt=0; inc_pc=SKZ; inc_pc=ZERO; 
    load_ac=ALUOP; load_pc=JMP; mem_wr=0;   
    next_state=STORE;
end
STORE:begin
    mem_rd=ALUOP;  load_ir=0; halt=0; inc_pc=JMP; 
    load_ac=ALUOP; load_pc=JMP; mem_wr=STO;
    next_state=INSTRUC_ADDR;
end
default:begin
    mem_rd=0;  load_ir=0; halt=0; inc_pc=0; 
    load_ac=0; load_pc=0; mem_wr=0;
    next_state=INSTRUC_FETCH;
end
endcase
end
endmodule
```
**flow/run.sh**
```bash
#!/bin/bash
# OpenROAD 26Q1-2900-gdf79404cd8, Yosys 0.63+post, stock flow scripts
make -C /OpenROAD-flow-scripts/flow DESIGN_CONFIG=/design/flow/config.mk WORK_HOME=/design/flow/orfs finish
```
**flow/config.mk**
```make
export PLATFORM = sky130hd
export DESIGN_NAME = sequence_controller
export DESIGN_NICKNAME = sequence_controller
export VERILOG_FILES = /design/flow/design.v
export SDC_FILE = /design/flow/constraint.sdc
export NUM_CORES = 4
export LEC_CHECK = 1
export CORE_AREA = 10 10 70 70
export DIE_AREA = 0 0 80 80
```
**flow/constraint.sdc**
```tcl
current_design sequence_controller

set clk_period 1.6
set clk_io_pct 0.2

create_clock -name clk0 -period $clk_period [get_ports {clk}]

set non_clock_inputs [all_inputs -no_clocks]
set_input_delay [expr $clk_period * $clk_io_pct] -clock clk0 $non_clock_inputs
set_output_delay [expr $clk_period * $clk_io_pct] -clock clk0 [all_outputs]
```
==> out/summary.txt <==
Status -> finished with violations
Failing checks -> negative setup slack
Num CTS Buffers -> 3
CP Data Arrival Time -> 1350 ps
Fin crit period -> 1670 ps
First-pass detailed-route iteration total -> 2
Clock-pin transition on the worst setup and hold timing paths -> 60 ps
Number of antenna-violating nets in the routed design -> 0
Max reg flops -> 8
Sequential share of power -> 51.5%
Core utilization before placement -> 8.72%
Highest-count logic cell in the final layout -> sky130_fd_sc_hd__dfrtp_1
Startpoint of the most critical setup path -> state[4]$_DFF_PN0_
Setup violators final -> 3
Global-route wire length before repair -> 1.32 mm
YS chip area -> 298 µm²
Setup repair after global routing missed its margin -> true
Relative contribution of combinational cells to total power -> 5.9%
Initial detailed-routing violation count -> 2
Worst slack at placement -> -597 ps
DRC violations left -> 0
Global route overflow -> 0
Synth-to-Final Area Change -> 84.5%
Vias per std cell -> 2.83
Switching share of total power -> 20.9%
Routability-driven placement congestion ratio -> 0.779
Fmax -> 599 MHz
Slowest-stage cell, CP -> sky130_fd_sc_hd__or3_4
Worst stage delay on the critical path -> 430 ps
Slew Viols, Final -> 0
Share of layout cells above drive strength 1 -> 52.4%
Static Leak -> 0.260 nW
Clock buffer depth -> 2
Final WS setup -> -70.1 ps
Crit path max fanout -> 3
Int Pwr -> 0.000311 W
Clk Tree Root Cell -> sky130_fd_sc_hd__clkbuf_4
Clock network power share -> 42.6%
Clk Latency, worst-skew pair -> 260 ps
Number of placed instances, taps included -> 82
Total vias in the final route -> 249
Reg with most FFs -> state
Utilization after layout -> 16.1%
Count of warning messages emitted by the tools -> 28
Number of cell instances on the worst register-to-register path -> 2
Routed WL -> 835 µm
Crit Reg-Reg Endpoint -> state[4]$_DFF_PN0_
Share of synthesized area occupied by flip-flops and latches -> 67.6%
Detail Placement HPWL -> 569 µm
End point of the critical path -> halt
Register bit total from synthesis -> 8
IO Count -> 13
Final clock skew -> 4.27 ps
CTS tree -> built
# Cells Yosys -> 21
Post-layout power -> 0.000394 W
Area of the die -> 6400 µm²
Initial antenna violation count -> 0
Maximum number of pins on one net before global-route repair -> 9
Most frequent cells in the layout -> sky130_fd_sc_hd__dfrtp_1, sky130_fd_sc_hd__dlygate4sd2_1, sky130_fd_sc_hd__buf_4
Crit path kind -> register to primary output
Number of standard cells after synthesis -> 21
Startpoint of the lowest-slack register-to-register path -> state[0]$_DFF_PN1_
Critical Path, Cell by Cell -> or3_4 > nor3_2 > buf_2
Max Cap Violations -> 0
Horizontal die size -> 80 µm
FF-to-FF setup slack -> 780 ps
Ys Warns -> 3
Crit start category -> register
Port Buffers -> 10
Registers with the highest flip-flop counts -> state (8)
Power density normalized to cell area -> 717 nW/µm²
Vias in the first global route -> 285
Worst hold path type -> primary input to asynchronous set/reset pin
Diode insertion count for antenna repair -> 0
Count of cell types in the netlist -> 14
Sequential cell area -> 201 µm²
Die outline height -> 80 µm
Number of cell rows -> 21
Nature of the critical path endpoint -> primary output
Filler-free cell count of the finished design -> 88
Final-layout fill cell count -> 393
Worst path required time -> 1280 ps
Logic area -> 110 µm²
Switching power -> 0.0000822 W
Peak supply drop -> 0.000344 V
Post-synthesis area per instance -> 14.2 µm²
# hold bufs at CTS -> 0
Overall global routing resource usage -> 2.70%
Area of the core -> 3420 µm²
Final period utilization -> 104%
Cell area after synthesis -> 298 µm²
WL/cell -> 9.49 µm
Number of sinks on the clock net -> 8
Final hold violation count -> 0
H-tree depth reported by CTS -> 1
worst max-delay path, delay by kind of cell, from the launching register on:
kind | cells | cell delay, ps
AND/OR/NAND/NOR | 2 | 600
buffers and inverters | 1 | 110
flip-flops | 1 | 380
worst min-delay path by stage:
stage / from / cells after the start / end
4_1_cts: rst / 1 / state[2]$_DFF_PN0_
5_1_grt: rst / 1 / state[1]$_DFF_PN0_
6_report: rst / 1 / state[2]$_DFF_PN0_
synthesized netlist by cell type, drive strengths merged:
cell / instances / share of area (%)
nor3: 1 / 3.4
nand3: 1 / 1.7
nor2: 2 / 2.5
conb: 1 / 1.3
o22ai: 1 / 2.1
or4: 1 / 3.8
dfstp: 1 / 8.8
nor4: 1 / 4.2
or3: 2 / 5.9
inv: 1 / 1.3
buf: 1 / 2.5
o2111a: 1 / 3.8
dfrtp: 7 / 59
layout make-up:
| cell class | instances | share of cell area, % |
|---|---|---|
| clock buffer | 4 | 4.78 |
| inverter | 1 | 0.683 |
| sequential | 8 | 36.7 |
| timing repair buffer | 18 | 27.3 |
| tap | 46 | 10.5 |
| multi-input combinational | 11 | 20.0 |
power by group through the flow:
stage	Sequential, W	Clock, W	Combinational [W]
after CTS	0.000203	0.000172	0.0000240
after global routing	0.000202	0.000192	0.0000262
final	0.000203	0.000168	0.0000233
what timing repair did:
item                                    in CTS  in global routing
pin swaps                                    5                  3
cloned                                       0                  0
buffers inserted                             1                  1
endpoints found under the setup margin       6                  4
gates resized                               22                  1
per-stage QoR:
step                instance area (µm²)  setup TNS, ps  hold slack, ps
floorplan                           298              0            24.4
global placement                    493          -1690             358
detailed placement                  493          -1730             355
CTS                                 541           -216             339
global route                        549           -347             348
finish                              549           -173             332
logic make-up after synthesis:
logic type	share of synthesized area, %
flops	67.6
simple gates	21.4
compound gates	5.88
buf+inv	3.78
other cells	1.26
per-layer routing:
layer	global-route usage (%)	wire, µm
met1	3.72	422
met2	2.81	245
met3	2.84	167
met4	0.176	0
met5	0	0
Power is estimated from default activity; no workload was simulated.
